<file path="config.mk">
export PLATFORM = sky130hd
export DESIGN_NAME = DMEM
export DESIGN_NICKNAME = DMEM
export VERILOG_FILES = /design/flow/design.v
export SDC_FILE = /design/flow/constraint.sdc
export NUM_CORES = 4
export LEC_CHECK = 1
export CORE_UTILIZATION = 30
</file>
<file path="constraint.sdc">
current_design DMEM

set clk_period 5.7
set clk_io_pct 0.2

create_clock -name clk0 -period $clk_period [get_ports {clk}]

set non_clock_inputs [all_inputs -no_clocks]
set_input_delay [expr $clk_period * $clk_io_pct] -clock clk0 $non_clock_inputs
set_output_delay [expr $clk_period * $clk_io_pct] -clock clk0 [all_outputs]
</file>
<file path="design.v">
`timescale 1ns / 1ps
module DMEM(
    input clk,
    input ena,
    input DM_W,
    input DM_R,
    input [10:0] DM_addr,
    input [31:0] DM_wdata,
    output [31:0] DM_rdata
    );
    reg [31:0] D_mem[0:31];
    always @(posedge clk) begin
        if (DM_W && ena) begin
            D_mem[DM_addr] <= DM_wdata;
        end
    end
    assign DM_rdata = (DM_R && ena) ? D_mem[DM_addr] : 32'bz;
endmodule
</file>
<file path="run.sh">
#!/bin/bash
# OpenROAD 26Q1-2900-gdf79404cd8, Yosys 0.63+post, stock flow scripts
make -C /OpenROAD-flow-scripts/flow DESIGN_CONFIG=/design/flow/config.mk WORK_HOME=/design/flow/orfs finish
</file>
==> impl_metrics.yaml <==
# yosys + openroad results
critical_path:
  crit_arrival_ns: 4.19
  crit_path_end_kind: "output pin"
  cp-start-kind: "primary input"
  crit_type: "in -> out"
  crit_required_ns: 4.56
  path_max_fanout: 25
cells_and_area:
  lay_top_count: "edfxtp_1"
  combGateArea_um2: 7974
  ff_latch_area_um2: 30750
  final_cell_mix: "1024 x edfxtp_1, 512 x mux2i_1, 253 x o22ai_1, 120 x buf_4, 95 x clkbuf_16"
  reg.largest.list: "D_mem x1024"
  largest_reg_flops: 1024
  instances_no_fill: 4070
  area_delta_synth_final_pct: 17.44
  utilization_pct: 35.48
  fill_cells: 11714
  drive_gt1_share_pct: 13.54
  top_register: "D_mem"
timing:
  fmax_mhz: 187.7
  tns_ns: 0
  maxSlewViolCount: 0
  slew_headroom_pct: 32.53
  setup_violations: 0
  hold_viol_final: 0
  rsz0062_at_grt: "false"
  worstMarginPinSlew_ns: 1.010
  period_used_pct: 93.45
  holdWs_ns: 1.304
  post-route-min-period_ns: 5.326
cts:
  cts_tree: "done"
  cts_buffers: 92
  cts_max_path_buffers: 3
  cts_root_buffer: "clkbuf_16"
  htreeDepth: 3
  cts_post_setup_buffers_inserted: 0
  cts_hold_buf: 0
  cts_sinks: 1024
  cts_resized: 0
  clk_pin_slew_ns: 0.06
logic_synthesis:
  synth.top_cell.area_share_pct: 78.61
  postSynthAreaPerCell_um2: 18.83
  yosys_warnings: 2
  yosys_area_um2: 39120
  numSynthFlops: 1024
  yosysCellCount: 2077
  yosys.stat.seqShare_pct: 78.61
  synth_area_um2: 39120
  yosys.cell_types.count: 24
  top_cells_by_area: "edfxtp_1 79%, mux2i_1 13%, o22ai_1 4.0%"
  top_area_cell: "edfxtp_1"
  syn_inst: 2077
run_status:
  outcome: "complete, no violations"
global_route:
  grt.total_usage_pct: 15.56
  grt_pass1_wl_mm: 138.9
  overflow: 0
  antenna_found_initial: 3
  grt_max_degree: 63
  grt_pass1_vias: 21114
route:
  m1WireLength_mm: 32.19
  final_antenna_net_count: 0
  met2_wirelength_mm: 44.52
  via_count: 19887
  avgRoutedWirePerCell_um: 23.68
  drt-pass1-iter-count: 24
  wl_met3_mm: 17.61
  detail_route.wirelength_mm: 96.37
  first_iter_violations: 1171
  highest_layer: "met5"
  drcViolationCount: 0
  vias_per_cell: 4.886
die:
  die_x_um: 363.1
  num_io_pins: 79
  fp-row-count: 132
  die_area_um2: 131800
  design.core.area_um2: 129500
  fp.dieH_um: 363.1
  initCoreUtil_pct: 30.21
place:
  hpwl_mm: 54.73
  routabilityCongestion: 0.8259
  port_buffers: 71
  dp_cells: 3904
min_path:
  hold_path.startpoint: "DM_wdata[13]"
  hold-path-endpoint: "D_mem[23][13]"
  whs_path_depth: 2
  hp-class: "in -> reg"
pwr:
  vdd_ir_drop_max_uv: 225.8
  p_per_area_nw_per_um2: 331.6
  power_leakage_nw: 15.49
flow_run:
  warnings: 33
  max-cap-violations: 0
==> layer usage <==
| metal | up-vias | global-route usage, % |
|---|---|---|
| li1 | 8832 | - |
| met1 | 9628 | 16.79 |
| met2 | 1282 | 23.57 |
| met3 | 127 | 13.29 |
| met4 | 18 | 2.358 |
| met5 | - | 1.634 |
==> through the flow <==
stage / power (mW) / setup slack (ns) / cell area, um2
2_1_floorplan: 8.848 / 0.9567 / 39120
3_3_place_gp: 9.237 / 0.3887 / 42920
3_5_place_dp: 9.253 / 0.3621 / 42920
4_1_cts: 15.34 / 0.3493 / 45930
5_1_grt: 15.69 / 0.1499 / 45930
6_report: 15.23 / 0.3736 / 45940
==> kinds of logic (layout without fill, tap and decap cells) <==
| group | after synthesis | in the layout | synth area share [%] |
|---|---|---|---|
| other | 0 | 1 | 0 |
| buffers and inverters | 126 | 376 | 1.839 |
| flip-flops | 1024 | 1024 | 78.61 |
| AND/OR/NAND/NOR | 159 | 159 | 2.303 |
| AND-OR/OR-AND | 256 | 256 | 4.142 |
| multiplexers | 512 | 512 | 13.10 |
==> area by class of cell <==
class / count / area share (%)
diodes: 1 / 0.005448
clock buffers: 116 / 5.347
clock inverters: 49 / 1.212
multi-input cells: 927 / 17.36
flip-flops and latches: 1024 / 66.94
well taps: 1742 / 4.745
repair buffers: 211 / 4.391
==> critical path, stage by stage <==
cell             delay, ns
clkdlybuf4s50_1       0.76
buf_4                 0.28
nand4b_1              0.20
buf_12                0.27
o22ai_1               0.12
nor4_1                0.59
buf_4                 0.22
nand2_1               0.12
clkdlybuf4s50_1       0.48
==> where the power goes <==
| group | switching [mW] | total [mW] | internal, mW |
|---|---|---|---|
| combinational | 0.442 | 0.740 | 0.298 |
| clock | 2.55 | 6.15 | 3.59 |
| sequential | 0.0108 | 8.35 | 8.33 |
==> cell usage after synthesis <==
master	instances
edfxtp_1	1024
mux2i_1	512
o22ai_1	253
buf_2	90
nor4_1	64
nand2_1	36
nor2_1	30
clkbuf_1	16
buf_6	15
nand4bb_1	6
nand4b_1	5
nor3_1	4
o22ai_2	3
buf_4	2
clkbuf_2	2
nand3b_1	2
nand4_1	2
or3_1	2
or3b_2	2
or4b_1	2
or4b_4	2
buf_8	1
nand3_1	1
or4_4	1
==> worst max-delay path by stage <==
stage                          end       start
after global routing  DM_rdata[20]  DM_addr[0]
final                  DM_rdata[2]  DM_addr[3]
after CTS             DM_rdata[29]  DM_addr[0]
Power and IR drop assume default switching activity.
